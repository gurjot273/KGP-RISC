File: /design/flow/config.mk
export PLATFORM = sky130hd
export DESIGN_NAME = branch
export DESIGN_NICKNAME = branch
export VERILOG_FILES = /design/flow/design.v
export SDC_FILE = /design/flow/constraint.sdc
export NUM_CORES = 4
export LEC_CHECK = 1
export CORE_AREA = 10 10 102 102
export DIE_AREA = 0 0 112 112
File: /design/flow/run.sh
#!/bin/bash
# OpenROAD 26Q1-2900-gdf79404cd8, Yosys 0.63+post, stock flow scripts
make -C /OpenROAD-flow-scripts/flow DESIGN_CONFIG=/design/flow/config.mk WORK_HOME=/design/flow/orfs finish
File: /design/flow/constraint.sdc
current_design branch

set clk_period 6.2
set clk_io_pct 0.2

create_clock -name clk0 -period $clk_period

set non_clock_inputs [all_inputs -no_clocks]
set_input_delay [expr $clk_period * $clk_io_pct] -clock clk0 $non_clock_inputs
set_output_delay [expr $clk_period * $clk_io_pct] -clock clk0 [all_outputs]
File: /design/flow/design.v
`timescale 1ns / 1ps
module branch(
    input [5:0] opcode,
    input [25:0] label,
	 input [31:0] rsVal,
    input carryFlag,
    input zFlag,
    input overflowFlag,
    input signFlag,
    input [11:0] pc,
	 input [31:0] raDataOld,
	 output reg [31:0] raDataNew,
    output reg [25:0] pcLabel,
    output reg isBranch,
    input rst
    );
	always @(*) begin
		if(rst) begin
			pcLabel=0;
			isBranch=0;
			raDataNew=0;
		end
		else begin
			if(opcode==6'd48) begin
				pcLabel=label[11:0];
				isBranch=1;
				raDataNew=raDataOld;
			end
			else if(opcode==6'd49) begin
				pcLabel=rsVal[11:0];
				isBranch=1;
				raDataNew=raDataOld;
			end
			else if(opcode==6'd50) begin
				pcLabel=(zFlag==1)?label[11:0]:0;
				isBranch=(zFlag==1);
				raDataNew=raDataOld;
			end
			else if(opcode==6'd51) begin
				pcLabel=(zFlag==0)?label[11:0]:0;
				isBranch=(zFlag==0);
				raDataNew=raDataOld;
			end
			else if(opcode==6'd52) begin
				pcLabel=(carryFlag==1)?label[11:0]:0;
				isBranch=(carryFlag==1);
				raDataNew=raDataOld;
			end
			else if(opcode==6'd53) begin
				pcLabel=(carryFlag==0)?label[11:0]:0;
				isBranch=(carryFlag==0);
				raDataNew=raDataOld;
			end
			else if(opcode==6'd54) begin
				pcLabel=(signFlag==1)?label[11:0]:0;
				isBranch=(signFlag==1);
				raDataNew=raDataOld;
			end
			else if(opcode==6'd55) begin
				pcLabel=(signFlag==0)?label[11:0]:0;
				isBranch=(signFlag==0);
				raDataNew=raDataOld;
			end
			else if(opcode==6'd56) begin
				pcLabel=(overflowFlag==1)?label[11:0]:0;
				isBranch=(overflowFlag==1);
				raDataNew=raDataOld;
			end
			else if(opcode==6'd57) begin
				pcLabel=(overflowFlag==0)?label[11:0]:0;
				isBranch=(overflowFlag==0);
				raDataNew=raDataOld;
			end
			else if(opcode==6'd58) begin
				pcLabel=label[11:0];
				isBranch=1;
				raDataNew={20'd0,(pc+12'd4)};
			end
			else if(opcode==6'd59) begin
				pcLabel=raDataOld[11:0];
				isBranch=1;
				raDataNew=raDataOld;
			end
			else begin
				pcLabel=0;
				isBranch=0;
				raDataNew=raDataOld;
			end
		end
	end
endmodule
==> highlights.md <==
- completed — run status
- 112 um — width of the die
- sky130_fd_sc_hd__and2_1 — library cell occupying the most area in the post-synthesis netlist
- 0 — antenna violations before repair
- 3900 ps — crit path DAT
- 3 — number of cells on the worst hold path
- 30 — pin count of the biggest net entering global routing
- 1 — yosys warns
- 5.866% — XOR/XNOR share of the synthesized area
- 0 — Antenna Nets Post-Route
- 0 — total of hold buffers inserted after clock tree synthesis
- 6.954% — proportion of layout cells with a drive suffix above 1
- 0 — number of hold-slack violations in the final timing report
- sky130_fd_sc_hd__and2_1 (9.8%), sky130_fd_sc_hd__buf_4 (8.4%), sky130_fd_sc_hd__nor2_1 (6.1%) — largest cells by area after synthesis
- 7.110 um^2 — average footprint of a synthesized cell
- 862 — final-layout fill cell count
- 12,540 um^2 — total die size
- 0 — remaining design rule violation count
- 9.532% — Overall Global Routing Usage
- 407 — fin cells
- 1,885 — vias in the first global route
- 1154 um^2 — Multi-input gate area
- 0 — antenna fix cells
- 17 — critical path peak fanout
- 4 — number of iterations in the first detailed-routing pass
- 38.64% — simple-gate share of the synthesized area
- 189 — yosys cell count
- raDataOld[18] — hold path start
- 0 — global-route congestion overflow total
- 0 — setup violation total in the final timing report
- 16.35% — floorplan core density
- 16.37 um — routed wire length per instance
- 33 — number of rows in the core area
- 45.59% — headroom to the max-slew limit
- 0.1321 mW — post-layout total power
- 0 ps — Setup TNS Final
- 0.9311% — adder and majority cell fraction of the synthesized area
- 51.39 nW/um^2 — pwr dens
- 6661 um — total wirelength of the detailed-routed design
- 5139 ps — post-layout min period
- 1061 ps — final worst setup slack
- 0 — max capacitance violation total
- 0 — count of clock buffers in the final design
- 407 — placed cell count
- 9.777% — area fraction of the dominant cell type after synthesis
- 0 um^2 — combined flip-flop and latch cell area
- 31.29% — core occupancy in the finished layout
- 0 — setup bufs post-CTS
- 1344 um^2 — chip area line of the yosys report
- raDataNew[18] — Hold Path End
- 4960 ps — worst path required time
- sky130_fd_sc_hd__clkdlybuf4s50_1 (124), sky130_fd_sc_hd__nor2_1 (22), sky130_fd_sc_hd__and2_1 (21) — most frequent cells in the layout
- 124 — I/O Buffers
- 189 — cell count after synthesis
- 172 — total I/O pin count
- simple AND/OR/NAND/NOR gates — biggest combinational cell group after synthesis
- 0.1946 GHz — fmax
- 11.85% — GR met1 Demand/Resource
- primary input to output port — HP Class
- 47 — distinct lib cells
- output port — CP Capture Type
- 4.604 — Avg Vias per Cell
- 15.23% — GRT met2 Usage
- 82.89% — portion of the clock cycle consumed by the worst path in the final layout
- 1344 um^2 — Mapped Area
- 5711 um — final HPWL from detailed placement
- 0 — post-CTS resize count
- 10,210 um — wire length of the first global-routing pass
- opcode[0] — source of the critical timing path
- 8217 um^2 — standard cell core area
- 112 um — DIE HEIGHT
- 813.1 ps — Slew @ Worst Pin
- 31.19% — fraction of the mapped netlist area in compound gates
- met2 — most congested layer reported by global routing
- 4.469% — Post-synth mux share
- 1,874 — total number of vias
- 0.01373 mV — worst ir drop on vdd
- 0.8991 — global placement routability congestion
- 66 — number of warning messages in the logs
- 2571 um^2 — placed instance area
- sky130_fd_sc_hd__clkdlybuf4s50_1 — most common cell after layout, fill and taps aside
- 2571 um^2 — final design area excluding fillers
- primary input to output port — critical setup path kind
- false — setup repair after global routing missed its margin
- 4.940% — GR Layer Usage met3
- 0% — share of synthesized area occupied by flip-flops and latches
- 47 — Starting DRT DRC Count
- primary input — Critical Path Source Type
- 91.34% — Area growth, synth to finish
- 0 — number of max-slew violations in the final report
- 0.9052 nW — static leakage power
- 1046 ps — Placement Setup Slack
- 0 — Seq cells
- 3398 ps — Hold Slack
-- cells in the mapped netlist, types with 2 or more instances --
master / n
sky130_fd_sc_hd__a211oi_1: 9
sky130_fd_sc_hd__a21oi_1: 2
sky130_fd_sc_hd__a221oi_1: 6
sky130_fd_sc_hd__a221oi_2: 3
sky130_fd_sc_hd__a22oi_1: 2
sky130_fd_sc_hd__and2_1: 21
sky130_fd_sc_hd__and2b_2: 2
sky130_fd_sc_hd__and3_1: 4
sky130_fd_sc_hd__and3b_2: 2
sky130_fd_sc_hd__and4bb_2: 3
sky130_fd_sc_hd__buf_2: 2
sky130_fd_sc_hd__buf_4: 15
sky130_fd_sc_hd__buf_6: 3
sky130_fd_sc_hd__clkbuf_1: 3
sky130_fd_sc_hd__clkbuf_8: 4
sky130_fd_sc_hd__inv_1: 4
sky130_fd_sc_hd__mux2i_1: 6
sky130_fd_sc_hd__nand2_1: 4
sky130_fd_sc_hd__nand3_1: 10
sky130_fd_sc_hd__nand4b_1: 2
sky130_fd_sc_hd__nor2_1: 22
sky130_fd_sc_hd__nor2b_1: 2
sky130_fd_sc_hd__nor3_1: 13
sky130_fd_sc_hd__nor4_1: 2
sky130_fd_sc_hd__o21a_1: 2
sky130_fd_sc_hd__o21ai_0: 5
sky130_fd_sc_hd__o22ai_1: 8
sky130_fd_sc_hd__o41ai_1: 2
sky130_fd_sc_hd__xnor2_1: 2
sky130_fd_sc_hd__xor2_1: 7
-- routing by layer --
layer | routed length, um | part of all wire [%] | vias up
met5 | 0 | 0 | -
li1 | - | - | 915
met3 | 933 | 14 | 2
met1 | 2770 | 42 | 835
met2 | 2952 | 44 | 122
met4 | 5 | 0.075 | 0
-- cell type report --
cell class / instances / share of cell area, %
Inverter: 4 / 0.5839
Multi-Input combinational cell: 170 / 44.87
Tap cell: 105 / 5.109
Timing Repair Buffer: 128 / 49.44
-- critical path, stage by stage --
cell	delay, ps
sky130_fd_sc_hd__clkdlybuf4s50_1	720
sky130_fd_sc_hd__or3_4	520
sky130_fd_sc_hd__a32oi_2	290
sky130_fd_sc_hd__a31oi_4	230
sky130_fd_sc_hd__a221oi_1	390
sky130_fd_sc_hd__nor3_1	80
sky130_fd_sc_hd__clkdlybuf4s50_1	420
-- where the power goes --
group / switching [mW] / internal (mW)
combinational: 0.0464 / 0.0857
sequential: 0 / 0
clock: 0 / 0
total: 0.0464 / 0.0857
-- worst max path at each step --
stage / to / slack, ps / cells past startpoint
5_1_grt: pcLabel[5] / 810 / 7
6_report: pcLabel[5] / 1060 / 7
4_1_cts: pcLabel[5] / 1040 / 7
-- logic make-up after synthesis --
| family | count (synthesis) |
|---|---|
| AND/OR/NAND/NOR | 91 |
| AND-OR/OR-AND | 49 |
| buffers and inverters | 32 |
| XOR/XNOR | 9 |
| multiplexers | 6 |
| adder cells (fa/ha/maj) | 1 |
| other | 1 |
Power and IR drop assume default switching activity.
