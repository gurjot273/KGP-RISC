==> ./design.v <==
`timescale 1ns / 1ps
module DataMemory(
    input clk,
    input rst,
    input [31:0] address,
    output [31:0] readData,
    input [31:0] writeData,
    input MemRead,
    input MemWrite
    );
	 integer i;
	 reg [31:0] Mem[7:0];
	 assign readData=MemRead?Mem[address[6:2]]:32'd0;
	 always @(posedge clk or posedge rst) begin
		if(rst) begin
			Mem[0]=32'd7;
			Mem[1]=32'd8;
			Mem[2]=32'd5;
			Mem[3]=32'd4;
			Mem[4]=32'd1;
			Mem[5]=32'd3;
			Mem[6]=32'd2;
			Mem[7]=32'd5;
		end
		else begin
			if(MemWrite)
				Mem[address[4:2]]=writeData;
		end
	 end
endmodule
==> ./run.sh <==
#!/bin/bash
# OpenROAD 26Q1-2900-gdf79404cd8, Yosys 0.63+post, stock flow scripts
make -C /OpenROAD-flow-scripts/flow DESIGN_CONFIG=/design/flow/config.mk WORK_HOME=/design/flow/orfs finish
==> ./config.mk <==
export PLATFORM = sky130hd
export DESIGN_NAME = DataMemory
export DESIGN_NICKNAME = DataMemory
export VERILOG_FILES = /design/flow/design.v
export SDC_FILE = /design/flow/constraint.sdc
export NUM_CORES = 4
export LEC_CHECK = 1
export CORE_UTILIZATION = 50
==> ./constraint.sdc <==
current_design DataMemory

set clk_period 4.9
set clk_io_pct 0.2

create_clock -name clk0 -period $clk_period [get_ports {clk}]

set non_clock_inputs [all_inputs -no_clocks]
set_input_delay [expr $clk_period * $clk_io_pct] -clock clk0 $non_clock_inputs
set_output_delay [expr $clk_period * $clk_io_pct] -clock clk0 [all_outputs]
==> reports/results.env <==
RUN_STATUS='finished clean'
ROOT_DRIVER='clkbuf_16'
SLEW_VIOL_FINAL=0
NUMBER_OF_SYNTHESIZED_FLOPS_WITH_AN_ENABLE_PIN=0
LOGIC_AREA_UM2=5050
SYNTH_CELLS=864
CP.REQUIRED_NS=3.92
SYNTH-ASYNC-RESET-RATIO_PCT=100
CTS.SINK_COUNT=256
IR_DROP_V=0.000293
OPENROAD.WARNINGS=57
NUMBER_OF_WARNINGS_REPORTED_IN_THE_YOSYS_SYNTHESIS_LOG=2
WORST_HOLD_SLACK_NS=0.483
SETUP-VIOLATIONS-FINAL=0
RSZ_0062_RAISED_AFTER_GLOBAL_ROUTING='no'
SEQPWRFRAC_PCT=48.2
CTS_SETUP_BUFFERS=0
DRT.ANTENNA.VIOLATING_NETS=0
CTS_RESIZED=0
DETAILEDROUTE.FIRSTPASSITERATIONCOUNT=4
CORE_REGION_AREA_UM2=22800
PLACEMENTROWS=55
POWER.DENSITY_nW_PER_UM2=423
POST_ROUTE_CELL_AREA_UM2=13800
FINCLKSKEW_NS=0
ANTENNA_VIOLATIONS_BEFORE_REPAIR=1
SEQUENTIAL_CELL_AREA_UM2=6420
DETAILEDPLACEMENTHPWL_UM=16400
SYNTH_STAT.CELLS=864
CP-START-KIND='input port'
SWSHARE_PCT=23.8
DIE.SIZE.Y_UM=155
FP_UTIL_PCT=51.6
H-TREE-DEPTH=1
GRT_REMAINING_OVERFLOW=0
DRT-TOTAL-WL_UM=28100
YS_CHIP_AREA_UM2=11800
WORSTMARGINPINSLEW_NS=0.834
DRIVE_ABOVE_1_SHARE_PCT=38.8
CTS.PATH.MAX_BUFFERS=3
DETAIL_ROUTE.WL_PER_CELL_UM=22.3
PORT_BUFFERS=70
FIN_UTIL_PCT=60.4
DRT_ITER0_DRC=386
AVGVIACOUNTPERCELL=5.94
HOLD_VIOL=0
CTS-BUFFERS-INSERTED=27
FILLERINSTANCES=1718
GRT_FIRST_PASS_WIRELENGTH_UM=45100
GP_ROUTABILITY_CONGESTION=0.812
CP_CELL_SEQUENCE='buf_2, buf_4, buf_4, mux2i_1, a2bb2oi_1, a41oi_1, clkdlybuf4s50_1'
MIN_PATH_TYPE='reg2reg'
YOSYSSEQAREASHARE_PCT=54.5
CRITICAL-PATH-TOP-DELAY-FAMILY='buffers and inverters'
TIMING.CRITICAL_PATH.FANOUT_MAX=28
SYN2LAYOUT_AREA_GROWTH_PCT=17.1
MAX_CAP_VIOL_COUNT=0
MINIMUM_CLOCK_PERIOD_NS=4.23
CRIT_TOP_CELL='buf_4'
AVGSYNTHCELLAREA_UM2=13.6
CTS_TREE='yes'
CTS_STAGE_HOLD_BUFFER_COUNT=0
CRITICAL_PATH_ARRIVAL_NS=3.25
SYNTH.LIB_CELLS_USED.DISTINCT=39
SYNTH_FLOP_COUNT=256
SYNTHFLOPTYPE='dfrtp_1'
TIMING.SETUP.TNS_NS=0
WORST-SETUP-PATH-TYPE='in2out'
DIE_WIDTH_UM=155
SYNTH.CELL_AREA_UM2=11800
WORST_REL_SLEW_SLACK_PCT=44.3
DIE_AREA_UM2=24200
TOTAL_SWITCHING_POWER_uW=1390
TIMING.CRITICAL_PATH.TO_TYPE='output pin'
DRT_DRC_VIOLATIONS_LEFT=0
LARGEST_REG_FLOPS=256
TIMING.CRITICAL_PATH.BUF_INV=4
GLOBAL_ROUTE.USAGE.TOTAL_PCT=25.8
PIN_COUNT=100
POST_DP_CELL_AREA_UM2=12900
CLKTRANSATPATHREGS_NS=0.06
PLEAK_uW=0.00562
CLOCK.FMAX_MHz=236
GRT_PASS1_VIAS=7889
CRIT_PATH_TOP_DELAY_CELL='clkdlybuf4s50_1'
CLK-INSERTION-DELAY-LATE_NS=0.52
GRT_MAX_DEGREE=113
FINALCRITPERIODSHARE_PCT=86.3
DETAILROUTE.VIA_COUNT=7496
LONGEST_INDIVIDUAL_STAGE_DELAY_ON_THE_WORST_PATH_NS=0.50
COMB_POWER_SHARE_PCT=15.9
CLOCK_POWER_SHARE_PCT=35.9
INT_PWR_uW=4450
-- worst paths after layout --
| check | start | end | slack (ns) | cells past startpoint |
|---|---|---|---|---|
| min in group asynchronous | rst | Mem[7][30] | 0.94 | 3 |
| max | address[2] | readData[30] | 0.67 | 7 |
| max reg2reg | Mem[6][4] | Mem[6][4] | 4.10 | 1 |
| max in group asynchronous | rst | Mem[5][21] | 2.82 | 4 |
| min reg2reg | Mem[4][26] | Mem[4][26] | 0.48 | 1 |
| min | Mem[4][26] | Mem[4][26] | 0.48 | 1 |
-- power by group through the flow --
stage | Clock, µW | Sequential [µW] | Combinational (µW)
4_1_cts | 2140 | 2810 | 938
5_1_grt | 2230 | 2870 | 1020
6_report | 2100 | 2810 | 925
-- cells in the mapped netlist (all sizes together) (3+ instances only) --
cell type	n	area, µm²
mux2i	7	70.1
nor2b	4	25.0
nand3b	22	165
mux2	287	3230
dfstp	13	342
a32oi	4	35.0
nor3	3	30.0
nand4b	3	26.3
a2bb2oi	4	35.0
nand2	12	45.0
dfrtp	243	6080
a211o	3	26.3
a221o	4	40.0
a41oi	30	263
nand2b	7	51.3
buf	42	223
a21bo	22	220
a22oi	22	165
nand3	5	25.0
clkbuf	25	93.8
o21ai	59	295
a21oi	4	20.0
o211ai	22	165
inv	6	22.5
-- layout make-up --
type / instances / share of cell area (%)
sequential: 256 / 46.6
multi-input combinational: 535 / 36.6
timing repair buffer: 102 / 7.07
clock buffer: 42 / 5.89
tap: 313 / 2.84
clock inverter: 7 / 0.798
inverter: 6 / 0.190
antenna: 1 / 0.0181
-- metrics by stage --
stage               worst slack, ns  cells  power (µW)
finish                        0.671   1262        5830
detailed placement            0.670   1212        3780
global route                  0.492   1261        6130
floorplan                     0.559    864        3460
global placement              0.589   1212        3720
CTS                           0.651   1261        5890
-- kinds of logic after synthesis --
| group | count (synthesis) | share of synthesized area, % |
|---|---|---|
| mux | 294 | 28.0 |
| buf+inv | 73 | 2.88 |
| compound gates | 176 | 10.9 |
| simple gates | 65 | 3.69 |
| flops | 256 | 54.5 |
-- metal layers --
metal  global-route usage, %  part of all wire [%]  up-vias
met2                    40.4                    47      176
li1                        -                     -     3375
met3                    6.27                   5.9       42
met1                    38.9                    45     3903
met5                       0                     0        -
met4                    4.58                   2.0        0
-- placed cells by master (no fill, tap or decap), types with 3 or more instances in the layout --
cell type and count:
a211o_1 3, a21bo_2 22, a21oi_1 4, a221o_1 4, a22oi_1 22, a2bb2oi_1 4, a32oi_1 4, a41oi_1 30
buf_12 4, buf_2 3, buf_4 28, bufinv_16 3, clkbuf_1 7, clkbuf_16 27, clkbuf_8 8, clkdlybuf4s50_1 67
clkinv_2 4, dfrtp_1 243, dfstp_2 13, inv_1 4, mux2_1 42, mux2_2 245, mux2i_1 7, nand2_1 12
nand2b_1 5, nand3_1 3, nand3b_1 22, nand4b_1 3, nor2b_1 4, nor3_4 3, o211ai_1 22, o21ai_0 57
Power and IR drop assume default switching activity.
