## ./run.sh

```bash
#!/bin/bash
# OpenROAD 26Q1-2900-gdf79404cd8, Yosys 0.63+post, stock flow scripts
make -C /OpenROAD-flow-scripts/flow DESIGN_CONFIG=/design/flow/config.mk WORK_HOME=/design/flow/orfs finish
```

## ./config.mk

```make
export PLATFORM = sky130hd
export DESIGN_NAME = RegisterBank32
export DESIGN_NICKNAME = RegisterBank32
export VERILOG_FILES = /design/flow/design.v
export SDC_FILE = /design/flow/constraint.sdc
export NUM_CORES = 4
export LEC_CHECK = 1
export CORE_UTILIZATION = 30
```

## ./constraint.sdc

```tcl
current_design RegisterBank32

set clk_period 10.1
set clk_io_pct 0.2

create_clock -name clk0 -period $clk_period [get_ports {clk}]

set non_clock_inputs [all_inputs -no_clocks]
set_input_delay [expr $clk_period * $clk_io_pct] -clock clk0 $non_clock_inputs
set_output_delay [expr $clk_period * $clk_io_pct] -clock clk0 [all_outputs]
```

## ./design.v

```verilog
`timescale 1ns / 1ps
module RegisterBank32(
    input rst,
    input clk,
    input [4:0] readAddA,
    output [31:0] readDataA,
    input [4:0] readAddB,
    output [31:0] readDataB,
    input [1:0] RegWrite,
    input [4:0] writeAdd,
    input [31:0] writeData,  
	 input [31:0] highData,  
	 input [31:0] raDataIn,
	 output [31:0] raDataOut,
	 output [31:0] rOut
    );
	reg [31:0] R[31:0];
	assign readDataA=rst?32'd0:R[readAddA];
	assign readDataB=rst?32'd0:R[readAddB];
	assign raDataOut=rst?32'd0:R[31];   
	assign rOut=rst?32'd0:R[9];  
	always @(posedge clk or posedge rst) begin
		if(rst) begin
			R[0]=32'd0;R[1]=32'd0;R[2]=32'd0;R[3]=32'd0;R[4]=32'd0;R[5]=32'd0;R[6]=32'd0;R[7]=32'd0;
			R[8]=32'd0;R[9]=32'd0;R[10]=32'd0;R[11]=32'd0;R[12]=32'd0;R[13]=32'd0;R[14]=32'd0;R[15]=32'd0;
			R[16]=32'd0;R[17]=32'd0;R[18]=32'd0;R[19]=32'd0;R[20]=32'd0;R[21]=32'd0;R[22]=32'd0;R[23]=32'd0;
			R[24]=32'd0;R[25]=32'd0;R[26]=32'd0;R[27]=32'd0;R[28]=32'd0;R[29]=32'd0;R[30]=32'd0;R[31]=32'd0;
		end
		else begin
			if(RegWrite==2'b01)
				R[writeAdd]=writeData;
			else if(RegWrite==2'b10) begin  
				R[19]=highData;  
				R[20]=writeData;  
			end
			else if(RegWrite==2'b11) begin
				R[31]=raDataIn;
			end
		end
	end	
endmodule
```

==> results.yml <==
# yosys + openroad results
route:
  drtIter0Drc: 5671
  remaining_drc_errors: 0
  via_per_inst: 6.49
  dr.pass1.iters: 13
  final_antenna_net_count: 0
  wirelength_um: 293000
  wl_per_cell_um: 40.4
  via_count: 47100
global_routing:
  grt.overflow.total: 0
  track_usage_pct: 34.0
  grt_pass1_wl_um: 397000
  grt_pass1_vias: 46700
  antenna_found_initial: 18
  grt_start_max_net_pins: 124
synthesis:
  synth-compound-area-share_pct: 16.6
  mux_area_share_pct: 21.0
  yosysUniqueCellTypes: 66
  synthFlopType: "dfrtp_1"
  ys_seq_share_pct: 48.7
  synth_xor_xnor_area_share_pct: 0
  syn_inst: 4649
  synth_area_um2: 52600
  edf_count: 0
  ys_chip_area_um2: 52600
  yosys_warnings: 2
  ys.flops: 1024
  top_logic_kind: "multiplexers"
  syn_area_per_cell_um2: 11.3
  ys_sh_simple_pct: 9.15
  synthArstFlopShare_pct: 100
  yosys_cells: 4649
  synthAdderAreaFrac_pct: 0
clock_network:
  postCtsSetupBuffers: 0
  clock_path_buffers: 3
  cts-root-buf: "clkbuf_16"
  clock-sinks: 1024
  cts_buffers: 117
  clkTransAtPathRegs_ns: 0.07
  cts_hold_buffers: 0
  cts-resized-gates: 0
  h-tree-depth: 3
  cts_tree: "done"
  clkLatencyLatePin_ns: 0.78
floorplan:
  rows: 153
  core_area_um2: 174000
  die_h_um: 421
  initCoreUtil_pct: 30.2
  pin_count: 243
  die-area_um2: 177000
  die_x_um: 421
final_layout:
  post-route-util_pct: 35.8
  layout_top_cell: "dfrtp_1"
  fin_cells: 7260
  drive_above_1_share_pct: 31.5
  area_delta_synth_final_pct: 18.4
  fin_area_um2: 62300
  mostFrequentLayoutCells: "dfrtp_1 (1,024), mux2_2 (959), a22oi_1 (822)"
  largest_reg_flops: 1024
critical_path:
  cp.arrival_ns: 6.66
  critical_path_class: "in2out"
  timing.rr.end: "R[9][31]"
  path_max_fanout: 29
  reg2reg_slack_ns: 9.12
  cp_data_required_time_ns: 8.08
  setup.worst_path.start_class: "input port"
  r2r_cells: 1
  regToRegStartpoint: "R[9][31]"
  end_kind: "output pin"
sta:
  maxSlewHeadroom_pct: 21.2
  tightestPinTransition_ns: 1.18
  slew_viol_final: 0
  hold_viol_final: 0
  rsz0062_at_grt: "false"
  worst_slack_ns: 1.42
  clock_skew_ns: 0
  fin_crit_ns: 8.68
  period_used_pct: 86.0
  finalSetupViolCount: 0
  fmax_mhz: 115
run:
  tool_warnings: 39
  maxCapViolations: 0
min_path:
  min_path_cells: 1
  hold_path.startpoint: "R[0][23]"
  min_path_type: "reg2reg"
  holdPathEnd: "R[0][23]"
placed_design:
  dp_hpwl_um: 182000
  dpl_cell_area_um2: 58300
  place_inst: 7030
  routabilityCongestion: 1.04
  post-place-ws_ns: 1.73
  portBuffers: 242
pwr:
  powerDensity_nw_per_um2: 179
  peakVddDrop_uv: 137
  leakagePower_nw: 27.3
run_status:
  status: "completed"
==> Yosys cell counts, types with 7 or more instances <==
cell	instances	share of area (%)
dfrtp_1	1024	49
mux2_2	959	21
a22oi_1	822	12
nand2_1	333	2.4
buf_2	180	1.7
clkbuf_1	166	1.2
nor2_1	162	1.2
a21oi_1	101	0.96
o21ai_0	100	0.95
nand4_1	90	1.1
nand3_1	73	0.69
nor2b_1	71	0.84
nor3_1	67	0.64
a211oi_1	55	0.78
nor4_1	40	0.48
and2_1	37	0.44
buf_1	37	0.26
buf_4	37	0.53
buf_6	34	0.73
a222oi_1	29	0.55
mux2i_1	20	0.38
a221oi_1	18	0.30
a22o_1	17	0.28
inv_1	17	0.12
nor2_2	14	0.17
nor2_4	12	0.26
nand2b_1	11	0.13
a31oi_1	10	0.12
nand3b_1	10	0.14
a221o_1	8	0.15
o22ai_1	8	0.095
a32oi_1	7	0.12
and3_1	7	0.083
==> layout make-up <==
type / count / area, um^2
inverter: 17 / 67.6
timing repair buffer: 511 / 4540
antenna: 12 / 30.0
clock inverter: 54 / 617
tap: 2325 / 2910
sequential: 1024 / 25600
fill: 16800 / 112000
multi-input combinational: 3153 / 25100
clock buffer: 164 / 3440
==> metrics by stage <==
stage / power, mW / hold slack, ns / setup TNS, ns
floorplan: 5.88 / 0.467 / -6643.03
global placement: 6.61 / 0.510 / 0
detailed placement: 6.63 / 0.514 / 0
CTS: 11.1 / 0.527 / 0
global route: 11.4 / 0.532 / 0
finish: 11.1 / 0.531 / 0
==> power by group <==
group	total, mW	switching (mW)	leakage [nW]	internal [mW]
Clock	4.52	1.90	1.98	2.63
Sequential	5.26	0.611	13.5	4.65
Combinational	1.36	0.708	11.8	0.651
==> worst max-delay path: stages <==
cell             delay, ns
clkdlybuf4s50_1       0.45
buf_4                 0.37
or2_2                 0.59
nor2_1                0.33
nand2_2               0.49
buf_4                 0.62
o21ai_0               0.20
a31oi_1               0.91
clkdlybuf4s50_1       0.64
==> metal layers <==
metal | up-vias | GRT usage (%) | wire (um)
met3 | 1506 | 19.1 | 45200
met2 | 3949 | 46.3 | 119000
met4 | 33 | 22.5 | 27000
li1 | 18000 | - | -
met5 | - | 0.957 | 400
met1 | 23600 | 41.1 | 102000
==> cell families (layout without fill, tap and decap cells) <==
kind of cell	after synthesis	count (layout)
compound gates	1209	1209
flops	1024	1024
mux	982	982
simple gates	962	962
buf+inv	472	746
other cells	0	12
==> worst max path at each step <==
stage                        from       endpoint  slack, ns  depth (start not counted)
final                 readAddA[2]   readDataA[8]       1.42                          9
after global routing  readAddB[0]  readDataB[10]       1.50                         10
after CTS             readAddB[0]  readDataB[17]       1.73                         10
Power is estimated from default activity; no workload was simulated.
